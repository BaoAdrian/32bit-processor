==> flow/design.v <==
`timescale 1ns / 1ps
module Mux32Bit2To1(out, inA, inB, sel);
    output reg [31:0] out;
    input [31:0] inA;
    input [31:0] inB;
    input sel;
    always @ (sel, inA, inB) begin
        if (sel)
            out <= inA;
        else
            out <= inB;
    end
endmodule
==> flow/run.sh <==
#!/bin/bash
# OpenROAD 26Q1-2900-gdf79404cd8, Yosys 0.63+post, stock flow scripts
make -C /OpenROAD-flow-scripts/flow DESIGN_CONFIG=/design/flow/config.mk WORK_HOME=/design/flow/orfs finish
==> flow/config.mk <==
export PLATFORM = sky130hd
export DESIGN_NAME = Mux32Bit2To1
export DESIGN_NICKNAME = Mux32Bit2To1
export VERILOG_FILES = /design/flow/design.v
export SDC_FILE = /design/flow/constraint.sdc
export NUM_CORES = 4
export LEC_CHECK = 1
export CORE_AREA = 10 10 71 71
export DIE_AREA = 0 0 81 81
export SYNTH_HDL_FRONTEND = slang
==> flow/constraint.sdc <==
current_design Mux32Bit2To1

set clk_period 1.0
set clk_io_pct 0.2

create_clock -name clk0 -period $clk_period

set non_clock_inputs [all_inputs -no_clocks]
set_input_delay [expr $clk_period * $clk_io_pct] -clock clk0 $non_clock_inputs
set_output_delay [expr $clk_period * $clk_io_pct] -clock clk0 [all_outputs]
==> impl_metrics.yaml <==
# flow metrics
global_route:
  antenna_found_initial: 0
  grt_use_total: 0.0738
  grt_pass1_wl_um: 3920
  grt_pass1_vias: 754
  overflow: 0
  grt_max_degree: 11
floorplan:
  die_width_um: 81
  io_pins: 97
  fp_util: 0.150
  die_h_um: 81
  rows: 22
  core_area_um2: 3630
  die_area_um2: 6560
final_layout:
  flop_area_um2: 0
  drive_gt1_frac: 0.522
  comb_area_um2: 480
  flop-count: 0
  finalNonFillerCells: 182
  fillers: 360
  syn2layout_area_growth_pct: 184
  clockBufferCount: 0
critical_path:
  critical_path_required_ns: 0.80
  critPathMaxStageDelay_ns: 0.30
  critical_path_class: "input pin to primary output"
  path_max_fanout: 10
  slowest_stage: "mux2_4"
  end_kind: "primary output"
  cp.arrival_ns: 0.88
  worstPathCellList: "buf_12, buf_12, mux2_4, buf_6"
  cpMostUsedCell: "buf_12"
  startpoint_type: "input pin"
route:
  vias: 681
  drt-total-wl_um: 2810
  met3_wirelength_um: 298
  dr.first_iter.drc_count: 1
  ant_nets: 0
  diodes: 0
  wl_met2_um: 1390
  via_per_inst: 3.74
  firstDrtPassIters: 2
  drc: 0
  topRoutingLayerUsed: "met3"
  avgRoutedWirePerCell_um: 15.5
  met1_length_um: 1120
outcome:
  status: "complete, but fails checks"
  violations: "setup timing"
place:
  dp.cells: 180
  gp_congestion: 0.852
  io_buffer_count: 97
  hpwl_um: 2550
pwr:
  finalPower_mw: 0.614
  peakVddDrop_v: 0.000131
  p_per_area_nw_per_um2: 397
  p_leak_nw: 0.838
timing:
  slew_headroom: 0.944
  tightest_slew_ns: 0.0844
  rsz0062_at_grt: "true"
  finalHoldViolations: 0
  hold_ws_ns: 0.798
  post-route-worst-setup-slack_ns: -0.0801
  finalSetupViolCount: 32
  min_period_ns: 1.08
  maxSlewViolCount: 0
  fin_crit_sh: 1.08
  fmaxAchievable_mhz: 926
job:
  warnings: 34
  maxCapViolations: 0
worst_hold_path:
  holdCritPathClass: "input pin to primary output"
cts:
  cts_hold_buffers: 0
synthesis:
  syn_inst: 36
  synth_area_per_cell_um2: 15.1
  yosysSeqAreaShare: 0
  yosysCellCount: 36
  syn_area_um2: 544
  ys_chip_area_um2: 544
  synth_cell_type_count: 4
  synth_warnings: 0
[critical path: cells and delay by family]
| kind | cells | cell delay, ns |
|---|---|---|
| multiplexers | 1 | 0.30 |
| buffers and inverters | 3 | 0.37 |
[area by class of cell]
cell class	instances	area share
Timing Repair Buffer	102	0.650
Multi-Input combinational cell	32	0.311
Tap cell	48	0.0389
[repair_timing]
item                                    4_1_cts  5_1_grt
endpoints found under the setup margin       32       32
resized                                     187        7
endpoints found under the hold margin         0        0
setup buffers                                 1        0
cloned                                        1        0
[placed cells by master (no fill, tap or decap)]
cell type       n
buf_4           1
mux2_4         32
buf_16          1
buf_12          4
buf_6          27
dlygate4sd2_1  64
buf_2           5
[per-stage QoR]
stage	utilization	instance area (um^2)	setup TNS [ns]	setup slack, ns
floorplan	-	544	0	0.0669
global placement	0.429	1560	-16.31	-0.523
detailed placement	0.429	1560	-16.56	-0.532
CTS	0.413	1500	-2.35	-0.0847
global route	0.425	1550	-2.65	-0.0985
finish	0.425	1550	-2.22	-0.0801
[cells in the mapped netlist (all sizes together)]
library cell	count	share of area
buf	4	0.13
mux2	32	0.87
[cell families after synthesis]
kind of cell / count (synthesis) / synth area share
buffers and inverters: 4 / 0.131
multiplexers: 32 / 0.869
[path summary, 6_finish.rpt]
kind | startpoint | end | slack (ns) | cells after the start
setup / recovery | sel | out[5] | -0.08 | 4
hold / removal | inB[31] | out[31] | 0.80 | 3
[per-layer routing]
metal / global-route usage / up-vias
met5: 0 / -
met4: 0 / 0
met3: 0.0256 / 0
met2: 0.132 / 50
met1: 0.0883 / 299
li1: - / 332
[where the power goes]
group          switching, mW  internal (mW)  leakage (nW)
registers                  0              0             0
clock network              0              0             0
logic                  0.138          0.476         0.838
total                  0.138          0.476         0.838
Power and IR drop assume default switching activity.
