===== config.mk =====
export PLATFORM = sky130hd
export DESIGN_NAME = ALU32Bit
export DESIGN_NICKNAME = ALU32Bit
export VERILOG_FILES = /design/flow/design.v
export SDC_FILE = /design/flow/constraint.sdc
export NUM_CORES = 4
export LEC_CHECK = 1
export CORE_UTILIZATION = 50
export SYNTH_HDL_FRONTEND = slang

===== constraint.sdc =====
current_design ALU32Bit

set clk_period 18.6
set clk_io_pct 0.2

create_clock -name clk0 -period $clk_period

set non_clock_inputs [all_inputs -no_clocks]
set_input_delay [expr $clk_period * $clk_io_pct] -clock clk0 $non_clock_inputs
set_output_delay [expr $clk_period * $clk_io_pct] -clock clk0 [all_outputs]

===== design.v =====
`timescale 1ns / 1ps
module ALU32Bit(ALUControl, A, B, ALUResult, Zero);
	input [3:0] ALUControl;  
	input [31:0] A, B;
	output reg [31:0] ALUResult;
	output reg Zero;	     
	integer index;
	reg [5:0] count;
    always @ (ALUControl, A ,B)
    begin
        Zero = 0;
        count = 0;
        case (ALUControl)
        4'b0000: begin
              ALUResult = (A + B);
              if (ALUResult == 0)
                Zero = 1;
        end
        4'b0001: begin
                ALUResult = A - B;
                if (ALUResult == 0)
                    Zero = 1;
        end
        4'b0010: begin
                ALUResult = A*B;
                if (ALUResult == 0)
                    Zero = 1;
        end
        4'b0011: begin
                ALUResult = (A & B);
                if (ALUResult == 0)
                    Zero =1;
        end
        4'b0100: begin
                ALUResult = (A | B);
                if (ALUResult == 0)
                    Zero =1;
        end
        4'b0101: begin
                if (A < B)begin
                    ALUResult = 32'h00000001;
                    Zero = 0;
                end
                else begin
                    ALUResult = 32'h00000000;
                    Zero = 1;
                end
        end
        4'b0110: begin
                if (A == B) begin
                    ALUResult = 32'h00000001;
                    Zero = 0;
                end
                else begin
                    ALUResult = 32'h00000000;
                    Zero =1;
                end
        end
        4'b0111: begin
               if (A != B) begin
                   ALUResult = 32'h00000001;
                   Zero = 0;
               end
               else begin
                   ALUResult = 32'h00000000;
                   Zero = 1;
               end
        end
        4'b1000: begin
            ALUResult = A << B;
            if (ALUResult == 0)
                Zero = 1;
        end
        4'b1001: begin 
            ALUResult = A >> B;
            if (ALUResult == 0)
                Zero = 1;            
        end
        4'b1010: begin 
            ALUResult = ((A >> B) | (A << (32-B)));
            if (ALUResult == 0)
                Zero = 1;            
        end
        4'b1011: begin
            for (index = 31; index >= 0 && A[index] != 0; index = index - 1) begin
                count = count + 1;
            end
            ALUResult = count;  
            if (ALUResult == 0)
                Zero = 1;            
        end
        4'b1100: begin
            for (index = 31; index >= 0 && A[index] != 1; index = index - 1) begin
                count = count + 1;
            end
            ALUResult = count;
            if (ALUResult == 0)
                Zero = 1;            
        end
    endcase    
    end
endmodule

===== run.sh =====
#!/bin/bash
# OpenROAD 26Q1-2900-gdf79404cd8, Yosys 0.63+post, stock flow scripts
make -C /OpenROAD-flow-scripts/flow DESIGN_CONFIG=/design/flow/config.mk WORK_HOME=/design/flow/orfs finish

==> results.toml <==
# physical design summary
[outcome]
status = "complete, no violations"

[layout]
largest_reg_flops = 32
area_growth_pct = 7.10
layout-drive-gt1-share = 0.0691

[timing]
slew_headroom = 0.170
worst_pin_slew_ps = 1240
tns_ps = 0
setup_violations = 0
unclocked_pins = 32
fin_crit_sh = 0.947
min_period_ps = 17620
fmax_ghz = 0.0568
hold_viol_final = 0
untimed_endpoints = 64
maxSlewViolCount = 0
rsz0062_at_grt = "false"

[floorplanning]
fp-row-count = 86
pin_count = 101
die_y_um = 238
dieArea_um2 = 56700
coreArea_um2 = 55100
fp-utilization = 0.506
die_x_um = 238

[detailed_routing]
drt_iter0_drc = 3714
vias = 30100
drt_pass1_iterations = 6
drt-total-wl_mm = 147
detailroute.wirelength.met2_mm = 56.5
routed.top_layer = "met5"
wl_met3_mm = 26.3
routedWlPerCell_um = 33.6
m1WireLength_mm = 50.0
route.detailed.drc = 0
avgViaCountPerCell = 6.85
final_antenna_net_count = 0

[hold_path]
worstHoldStart = "ALUControl[3]"
worstHoldPathCells = 7
hp-class = "in2out"
hold-path-endpoint = "Zero"

[critical_path]
worstPathRequired_ps = 14880
path_class = "in2out"
critPathLaunchType = "primary input"
path_max_fanout = 19
end_kind = "output pin"
crit_arrival_ps = 13900

[clocking]
hold_buffers = 0
cts_resized = 0
post-cts-setup-buffer-count = 0

[pwr]
powerDensity_nw_per_um2 = 291
p_leak_nw = 13.5
power_mw = 8.67
max-vdd-ir-drop_mv = 0.893
p_sw_mw = 5.46
switching_share = 0.629
internal_power_mw = 3.21

[global_route]
overflow = 0
grt_usage = 0.544
antenna_found_initial = 11
grt_max_degree = 46
grt_pass1_vias = 29600
grt_pass1_wl_mm = 208

[logic_synthesis]
top_area_cell = "fa_1"
synth.distinct_cells = 96
ff_type = "dlxtp_1"
ys.flops = 32
synthArstFlopShare = 0
syn_avg_cell_area_um2 = 7.63
edf_count = 0
netlist_instances = 3652
syn_area_um2 = 27900
top_cell_area_share = 0.295
topCellsByArea = "fa_1, ha_1, inv_1"
yosys-stat-area_um2 = 27900
yosysCellCount = 3652
yosysWarnings = 0

[placement]
dp_hpwl_mm = 113
port_buffers = 101
gp_congestion = 1.13

[job]
warnings = 96
drv_cap = 0
-- worst max-delay path: stages --
cell and delay, ps:
clkdlybuf4s50_1 460, buf_4 300, clkinv_1 970, nor2_1 460, fa_1 460, fa_1 400
fa_1 490, inv_1 50, fa_1 490, inv_1 60, fa_1 460, ha_1 310
fa_1 450, fa_1 450, ha_1 420, a21o_1 210, a21o_1 220, nor2_1 210
a41oi_1 320, xor2_1 260, nor4b_1 390, nand4_1 190, nor4_1 780, and4b_1 290
a41oi_1 320, o211ai_1 240, clkdlybuf4s50_1 500
-- how the worst max path moves through the flow --
| stage | cells after the start | startpoint | slack [ps] | end |
|---|---|---|---|---|
| finish | 27 | B[11] | 980 | Zero |
| global route | 27 | B[11] | 820 | Zero |
| CTS | 28 | B[7] | 1440 | Zero |
-- routing by layer --
| metal | vias up | track usage |
|---|---|---|
| met4 | 20 | 0.381 |
| li1 | 12300 | - |
| met3 | 762 | 0.351 |
| met5 | - | 0.0918 |
| met1 | 14300 | 0.657 |
| met2 | 2648 | 0.696 |
-- synthesized netlist by cell type, types with 16 or more instances --
cell type / instances
a211oi_1: 38
a21o_1: 26
a21oi_1: 194
a221oi_1: 29
a31oi_1: 40
and2_1: 17
and3_1: 18
buf_1: 47
buf_2: 24
clkbuf_1: 183
dlxtp_1: 32
fa_1: 410
ha_1: 220
inv_1: 481
mux2_2: 29
mux2i_1: 61
mux4_2: 28
nand2_1: 358
nand2b_1: 27
nand3_1: 54
nand4_1: 41
nor2_1: 463
nor2b_1: 27
nor3_1: 72
nor4_1: 35
o2111ai_1: 19
o211ai_1: 39
o21ai_0: 149
o22ai_1: 16
or3_1: 20
xnor2_1: 98
xor2_1: 33
-- layout make-up --
class                           count  area, um2
Tap cell                          748        936
Inverter                          499       1870
Multi-Input combinational cell   2858      24500
Antenna cell                        8       20.0
Timing Repair Buffer              244       2070
Fill cell                        4976      25300
Sequential cell                    32        480
-- kinds of logic (layout without fill, tap and decap cells) --
logic type                 after synthesis  count (layout)  synth area share
and+or+nand+nor                       1202            1202             0.195
AOI/OAI and AO/OA                      774             774             0.189
buffers and inverters                  762             743             0.105
adders and majority gates              630             630             0.393
xor gates and xnor gates               131             131            0.0412
muxes                                  121             121            0.0583
latches                                 32              32            0.0172
other                                    0               8                 0
-- cells in the final DEF, fill, tap and decap left out, types with 20 or more instances in the layout --
| master | Yosys | layout |
|---|---|---|
| o211ai_1 | 39 | 39 |
| or3_1 | 20 | 20 |
| mux2_2 | 29 | 29 |
| a21oi_1 | 194 | 194 |
| a211oi_1 | 38 | 38 |
| xnor2_1 | 98 | 98 |
| fa_1 | 410 | 410 |
| nor3_1 | 72 | 71 |
| nor2_1 | 463 | 463 |
| nand4_1 | 41 | 41 |
| buf_4 | 5 | 144 |
| a21o_1 | 26 | 26 |
| inv_1 | 481 | 481 |
| nand3_1 | 54 | 54 |
| o21ai_0 | 149 | 149 |
| nor2b_1 | 27 | 27 |
| nand2_1 | 358 | 358 |
| mux4_2 | 28 | 28 |
| mux2i_1 | 61 | 61 |
| a31oi_1 | 40 | 40 |
| nand2b_1 | 27 | 27 |
| xor2_1 | 33 | 33 |
| ha_1 | 220 | 220 |
| a221oi_1 | 29 | 29 |
| clkdlybuf4s50_1 | 0 | 98 |
| nor4_1 | 35 | 34 |
| dlxtp_1 | 32 | 32 |
-- metrics by stage --
stage	hold slack [ps]	cells	setup slack [ps]	util	area, um2
after floorplan	7720	3652	3480	-	27900
after global placement	9090	4381	1550	0.541	29800
after detailed placement	9040	4381	1470	0.541	29800
after CTS	9050	4381	1440	0.541	29800
after global routing	9130	4382	819	0.541	29800
final	9060	4389	979	0.542	29800
