==> flow/design.v <==
`timescale 1ns / 1ps
module PCAdder(PCResult, PCAddResult);
    input [31:0] PCResult;
    output reg [31:0] PCAddResult;
    always @ (PCResult) begin
        PCAddResult <= PCResult + 32'h00000004;  
    end
endmodule
==> flow/run.sh <==
#!/bin/bash
# OpenROAD 26Q1-2900-gdf79404cd8, Yosys 0.63+post, stock flow scripts
make -C /OpenROAD-flow-scripts/flow DESIGN_CONFIG=/design/flow/config.mk WORK_HOME=/design/flow/orfs finish
==> flow/config.mk <==
export PLATFORM = sky130hd
export DESIGN_NAME = PCAdder
export DESIGN_NICKNAME = PCAdder
export VERILOG_FILES = /design/flow/design.v
export SDC_FILE = /design/flow/constraint.sdc
export NUM_CORES = 4
export LEC_CHECK = 1
export CORE_AREA = 10 10 75 75
export DIE_AREA = 0 0 85 85
export SYNTH_HDL_FRONTEND = slang
==> flow/constraint.sdc <==
current_design PCAdder

set clk_period 9.1
set clk_io_pct 0.2

create_clock -name clk0 -period $clk_period

set non_clock_inputs [all_inputs -no_clocks]
set_input_delay [expr $clk_period * $clk_io_pct] -clock clk0 $non_clock_inputs
set_output_delay [expr $clk_period * $clk_io_pct] -clock clk0 [all_outputs]
==> ci_impl_report.md <==
## PnR job results

| Metric | Value |
|---|---|
| Pwr dens | `34.1 nW/um2` |
| Fin crit period | `5.85 ns` |
| Warnings, synthesis | `0` |
| CP max stage delay | `0.52 ns` |
| Internal power | `0.0292 mW` |
| Port Buffer Count | `60` |
| GRT Total Usage | `5.63%` |
| GRT overflow | `0` |
| Post-synthesis cell count | `approximately 83` |
| Resize count post-CTS | `0` |
| Max stage delay cell, worst path | `clkdlybuf4s50_1` |
| Final ANT Viol Nets | `0` |
| Row count | `23` |
| Power share of the clock group | `0%` |
| Crit path max fanout | `8` |
| Largest net degree at the start of global routing | `9` |
| Worst slew margin | `64.7%` |
| Via count | `roughly 760` |
| RSZ-0062 raised after global routing | `no` |
| Critical path capture point type | `output port` |
| Fillers | `427` |
| Post CTS Setup Buffer Count | `0` |
| Register share of total power | `0%` |
| Sw Ratio | `~30%` |
| Slew Viols, Final | `0` |
| Per-cell routed wire length | `12.2 um` |
| Delay-heaviest family, CP | `buffers and inverters` |
| Tool Warnings | `32` |
| Core area | `4060 um2` |
| Gpl congestion | `0.786` |
| Post-Syn Area | `581 um2` |
| Worst-margin pin slew | `between 0.5 and 0.6 ns` |
| Synth-to-layout area growth | `112%` |
| Syn Area/Cell | `~7.0 um2` |
| Core Util at FP | `14.3%` |
| Setup Crit Path Kind | `in -> out` |
| HP Class | `in -> out` |
| Initial antenna violation count | `0` |
| Setup WS pre-CTS | `approximately 3.2 ns` |
| Vias in the first global route | `approximately 750` |
| Crit start category | `input port` |
| Max Clock Freq | `roughly 170 MHz` |
| P_sw | `0.0127 mW` |
| Total wire length | `roughly 2300 um` |
| CP most frequent cell | `clkdlybuf4s50_1` |
| Detailed Route Iter0 Violations | `9` |
| CLK BUF | `0` |
| CTS Hold Bufs | `0` |
| Iteration count of the initial detailed-routing pass | `4` |
| Status | `finished, final reports clean` |
| Yosys Chip Area | `581 um2` |
| Buffers plus inverters on the worst setup path | `2` |
| Setup WS post-layout | `between 3 and 4 ns` |
| I/O pin cnt | `64` |
| ANT cells | `0` |
| Die width | `85 um` |
| Peak VDD IR | `~0.014 mV` |
| Residual DRC count | `0` |
| Comb gate area | `between 500 and 600 um2` |
| Top cells by count, synth | `21 x xnor2_1, 10 x nand2_1, 10 x nand3_1, 9 x nand4_1` |
| FF+latch area | `0 um2` |
| First-pass GRT wire length | `3510 um` |
| Max-cap violations | `0` |
| Period utilization | `64.3%` |
| Top-area cell share | `31.7%` |
| Pleak | `0.423 nW` |
| Final hold vios | `0` |
| Cells in synth_stat.txt | `between 80 and 90` |
| Synth top cell by count | `xnor2_1` |
| Comb power frac | `about 100%` |
| Arr. time, crit path | `4.03 ns` |
| Hpwl dp | `2090 um` |
| Finished Cell Area | `1230 um2` |
| Dpl cells | `about 190` |
| CP Cell Sequence | `clkdlybuf4s50_1 > ha_1 > nand3_1 > nor4_4 > nand4_1 > xnor2_1 > clkdlybuf4s50_1` |
| Layout cells sized above 1 | `between 4 and 5%` |
| Final std cells w/o fill | `approximately 190` |
| Die Size | `7230 um2` |
| Netlist cell types | `18` |
| Top cells by area | `xnor2_1 32%, xor2_1 11%, nand4_1 9.7%, nand3_1 8.6%, nor4_4 7.3%` |
| Vias/cell | `3.99` |
| Die y size | `85 um` |
| Req. time, crit path | `7.28 ns` |
| Post-DP Area | `1230 um2` |
| Setup tns final | `0 ns` |
| Synth area leader | `xnor2_1` |
| Setup violators final | `0` |
| Flip-flops | `0` |
| Sequential area share after synthesis | `0%` |
-- cells by family after synthesis --
family | after synthesis | share of synthesized area (%)
simple gates | 50 | 51.7
fa+ha+maj | 1 | 2.15
xor+xnor | 28 | 42.2
buf+inv | 4 | 3.88
-- cells in the final DEF, fill, tap and decap left out, drive strengths merged, types with 2 or more instances in the layout --
| cell | Yosys | routed |
|---|---|---|
| clkdlybuf4s50 | 0 | 60 |
| xnor2 | 21 | 21 |
| nand3 | 11 | 11 |
| nand2 | 10 | 10 |
| nand4 | 10 | 10 |
| nor2 | 7 | 7 |
| xor2 | 7 | 7 |
| nor3 | 3 | 3 |
| nor4 | 2 | 2 |
| inv | 2 | 2 |
| and3 | 2 | 2 |
| or2 | 2 | 2 |
| and4 | 2 | 2 |
-- power groups by stage --
stage                 Combinational [mW]  Clock (mW)  Sequential, mW
after CTS                         0.0428           0               0
after global routing              0.0456           0               0
final                             0.0418           0               0
-- metal layers --
metal	vias up	GRT usage, %	routed length (um)
met4	0	0	0
met5	-	0	0
met1	318	6.57	984
li1	414	-	-
met3	0	2.41	246
met2	30	9.88	1100
-- final cells by class --
class / count / share of cell area, %
timing repair buffer: 60 / 48.9
multi-input combinational: 79 / 45.4
tap: 50 / 5.09
inverter: 2 / 0.611
-- path summary, 6_finish.rpt --
| check | startpoint | end | slack [ns] | cells after the start |
|---|---|---|---|---|
| min | PCResult[0] | PCAddResult[0] | 3.64 | 0 |
| max | PCResult[2] | PCAddResult[28] | 3.25 | 7 |
-- per-stage QoR --
step / hold WS (ns) / power, mW / utilization (%)
detailed placement: 3.64 / 0.0426 / 30.3
floorplan: 3.65 / 0.00817 / -
global placement: 3.64 / 0.0428 / 30.3
finish: 3.64 / 0.0418 / 30.3
CTS: 3.64 / 0.0428 / 30.3
global route: 3.64 / 0.0456 / 30.3
Power and IR drop assume default switching activity.
